### /design/flow/run.sh
#!/bin/bash
# OpenROAD 26Q1-2900-gdf79404cd8, Yosys 0.63+post, stock flow scripts
make -C /OpenROAD-flow-scripts/flow DESIGN_CONFIG=/design/flow/config.mk WORK_HOME=/design/flow/orfs finish
### /design/flow/config.mk
export PLATFORM = sky130hd
export DESIGN_NAME = usb_desc_msd
export DESIGN_NICKNAME = usb_desc_msd
export VERILOG_FILES = /design/flow/design.v
export SDC_FILE = /design/flow/constraint.sdc
export NUM_CORES = 4
export LEC_CHECK = 1
export CORE_AREA = 10 10 132 132
export DIE_AREA = 0 0 142 142
### /design/flow/constraint.sdc
current_design usb_desc_msd

set clk_period 3.6
set clk_io_pct 0.2

create_clock -name clk0 -period $clk_period [get_ports {CLK}]

set non_clock_inputs [all_inputs -no_clocks]
set_input_delay [expr $clk_period * $clk_io_pct] -clock clk0 $non_clock_inputs
set_output_delay [expr $clk_period * $clk_io_pct] -clock clk0 [all_outputs]
### /design/flow/design.v
`default_nettype none
interface usb_gowin_if;
    logic [3:0]  endpt          ;
    logic        setup          ;
    logic [7:0]  txdat          ;
    logic        txcork         ;
    logic        txval          ;
    logic [11:0] txdat_len      ;
    logic        txpop          ;
    logic        txact          ;
    logic  [7:0] rxdat          ;
    logic        rxval          ;
    logic        rxact          ;
    logic        rxrdy          ;
    logic        ack_tout       ;
    logic        ack_received   ;
    logic        ack_bad_packet ;
    logic [3:0]  transact_state_o;
    modport user (
        input  endpt            ,
        input  setup            ,
        output txdat            ,
        output txcork           ,
        output txval            ,
        output txdat_len        ,
        input  txpop            ,
        input  txact            ,
        input  rxdat            ,
        input  rxval            ,
        input  rxact            ,
        output rxrdy            ,
        input  ack_tout         ,
        input  ack_received     ,
        input  ack_bad_packet   ,
        input transact_state_o
    );
    modport gwn (
        output endpt        ,
        output setup        ,
        input  txdat        ,
        input  txcork       ,
        input  txval        ,
        input  txdat_len    ,
        output txpop        ,
        output txact        ,
        output rxdat        ,
        output rxval        ,
        output rxact        ,
        input  rxrdy        ,
        output ack_tout     ,
        output ack_received ,
        output ack_bad_packet,
        output transact_state_o
    );
    modport mon (
        output endpt        ,
        output setup        ,
        output txdat        ,
        output txcork       ,
        output txval        ,
        output txdat_len    ,
        output txpop        ,
        output txact        ,
        output rxdat        ,
        output rxval        ,
        output rxact        ,
        output rxrdy        ,
        output ack_tout     ,
        output ack_received ,
        output ack_bad_packet,
        output transact_state_o
    );
endinterface
`resetall
module usb_desc_msd #(
        parameter VENDORID = 16'h33AA, 
        parameter PRODUCTID = 16'h0120,
        parameter VERSIONBCD = 16'h0100,
        parameter VENDORSTR = "XXXXX",
        parameter VENDORSTR_LEN = 5,
        parameter PRODUCTSTR = "USB Module",
        parameter PRODUCTSTR_LEN = 10,
        parameter SERIALSTR = "0001",
        parameter SERIALSTR_LEN = 4,
        parameter INTRFC0STR = "CDCCOM",
        parameter INTRFC0STR_LEN = 6,
        parameter INTRFC1STR = "MSCCOM",
        parameter INTRFC1STR_LEN = 6,
        parameter HSSUPPORT = 1,
        parameter SELFPOWERED = 0
)
(
        input        CLK                    ,
        input        RESET                  ,
        input  [15:0] i_pid                 ,
        input  [15:0] i_vid                 ,
        input  [9:0] i_descrom_raddr        ,
        output [7:0] o_descrom_rdat         ,
        output [9:0] o_desc_dev_addr        ,
        output [7:0] o_desc_dev_len         ,
        output [9:0] o_desc_qual_addr       ,
        output [7:0] o_desc_qual_len        ,
        output [9:0] o_desc_fscfg_addr      ,
        output [7:0] o_desc_fscfg_len       ,
        output [9:0] o_desc_hscfg_addr      ,
        output [7:0] o_desc_hscfg_len       ,
        output [9:0] o_desc_oscfg_addr      ,
        output [9:0] o_desc_strlang_addr    ,
        output [9:0] o_desc_strvendor_addr  ,
        output [7:0] o_desc_strvendor_len   ,
        output [9:0] o_desc_strproduct_addr ,
        output [7:0] o_desc_strproduct_len  ,
        output [9:0] o_desc_strserial_addr  ,
        output [7:0] o_desc_strserial_len   ,
        output       o_descrom_have_strings
);
    localparam  DESC_DEV_ADDR         = 0;
    localparam  DESC_DEV_LEN          = 18;
    localparam  DESC_QUAL_ADDR        = 20;
    localparam  DESC_QUAL_LEN         = 10;
    localparam  DESC_FSCFG_ADDR       = 32;
    localparam  DESC_FSCFG_LEN        = 1;
    localparam  DESC_HSCFG_ADDR       = DESC_FSCFG_ADDR + DESC_FSCFG_LEN;
    localparam  DESC_HSCFG_LEN        = 32;
    localparam  DESC_OSCFG_ADDR       = DESC_HSCFG_ADDR + DESC_HSCFG_LEN;
    localparam  DESC_OSCFG_LEN        = 1 ;
    localparam  DESC_STRLANG_ADDR     = DESC_OSCFG_ADDR + DESC_OSCFG_LEN;
    localparam  DESC_STRVENDOR_ADDR   = DESC_STRLANG_ADDR + 4;
    localparam  DESC_STRVENDOR_LEN    = 2 + 2*VENDORSTR_LEN;
    localparam  DESC_STRPRODUCT_ADDR  = DESC_STRVENDOR_ADDR + DESC_STRVENDOR_LEN;
    localparam  DESC_STRPRODUCT_LEN   = 2 + 2*PRODUCTSTR_LEN;
    localparam  DESC_STRSERIAL_ADDR   = DESC_STRPRODUCT_ADDR + DESC_STRPRODUCT_LEN;
    localparam  DESC_STRSERIAL_LEN    = 2 + 2*SERIALSTR_LEN;
    localparam  DESC_STRINTRFC0_ADDR  = DESC_STRSERIAL_ADDR + DESC_STRSERIAL_LEN;
    localparam  DESC_STRINTRFC0_LEN   = 2 + 2*INTRFC0STR_LEN;
    localparam  DESC_STRINTRFC1_ADDR  = DESC_STRINTRFC0_ADDR + DESC_STRINTRFC0_LEN;
    localparam  DESC_STRINTRFC1_LEN   = 2 + 2*INTRFC1STR_LEN;
    localparam  DESC_END_ADDR         = DESC_STRINTRFC1_ADDR + DESC_STRINTRFC1_LEN;
    assign  o_desc_dev_addr        = DESC_DEV_ADDR        ;
    assign  o_desc_dev_len         = DESC_DEV_LEN         ;
    assign  o_desc_qual_addr       = DESC_QUAL_ADDR       ;
    assign  o_desc_qual_len        = DESC_QUAL_LEN        ;
    assign  o_desc_fscfg_addr      = DESC_FSCFG_ADDR      ;
    assign  o_desc_fscfg_len       = DESC_FSCFG_LEN       ;
    assign  o_desc_hscfg_addr      = DESC_HSCFG_ADDR      ;
    assign  o_desc_hscfg_len       = DESC_HSCFG_LEN       ;
    assign  o_desc_oscfg_addr      = DESC_OSCFG_ADDR      ;
    assign  o_desc_strlang_addr    = DESC_STRLANG_ADDR    ;
    assign  o_desc_strvendor_addr  = DESC_STRVENDOR_ADDR  ;
    assign  o_desc_strvendor_len   = DESC_STRVENDOR_LEN   ;
    assign  o_desc_strproduct_addr = DESC_STRPRODUCT_ADDR ;
    assign  o_desc_strproduct_len  = DESC_STRPRODUCT_LEN  ;
    assign  o_desc_strserial_addr  = DESC_STRSERIAL_ADDR  ;
    assign  o_desc_strserial_len   = DESC_STRSERIAL_LEN   ;
    localparam descrom_have_strings = (VENDORSTR_LEN > 0 || PRODUCTSTR_LEN > 0 || SERIALSTR_LEN > 0 || INTRFC0STR_LEN > 0 || INTRFC1STR_LEN > 0);
    localparam descrom_len = (HSSUPPORT || descrom_have_strings)?((descrom_have_strings)? DESC_END_ADDR : DESC_OSCFG_ADDR + DESC_OSCFG_LEN) : DESC_FSCFG_ADDR + DESC_FSCFG_LEN;
    assign o_descrom_have_strings = descrom_have_strings;
    reg [7:0] descrom [0 : descrom_len-1];
    integer i;
    integer z;
    always @(posedge CLK or posedge RESET)
      if(RESET) begin
        descrom[0]  <= 8'h12; 
        descrom[1]  <= 8'h01; 
        descrom[2]  <= (HSSUPPORT)? 8'h00 :8'h10; 
        descrom[3]  <= (HSSUPPORT)? 8'h02 :8'h01;
        descrom[4]  <= 8'h00; 
        descrom[5]  <= 8'h00; 
        descrom[6]  <= 8'h00; 
        descrom[7]  <= 8'h40; 
        descrom[8]  <= VENDORID[7 : 0]; 
        descrom[9]  <= VENDORID[15 :8];
        descrom[10] <= PRODUCTID[7 :0]; 
        descrom[11] <= PRODUCTID[15 :8];
        descrom[12] <= VERSIONBCD[7 : 0]; 
        descrom[13] <= VERSIONBCD[15 : 8];
        descrom[14] <= (VENDORSTR_LEN > 0)?  8'h01: 8'h00; 
        descrom[15] <= (PRODUCTSTR_LEN > 0)? 8'h02: 8'h00; 
        descrom[16] <= (SERIALSTR_LEN > 0)?  8'h03: 8'h00; 
        descrom[17] <= 8'h01;  
        descrom[18] <= 8'h00;
        descrom[19] <= 8'h00;
        descrom[20 + 0] <= 8'h0a; 
        descrom[20 + 1] <= 8'h06; 
        descrom[20 + 2] <= 8'h00;
        descrom[20 + 3] <= 8'h02; 
        descrom[20 + 4] <= 8'h00; 
        descrom[20 + 5] <= 8'h00; 
        descrom[20 + 6] <= 8'h00; 
        descrom[20 + 7] <= 8'h40; 
        descrom[20 + 8] <= 8'h01; 
        descrom[20 + 9] <= 8'h00; 
        descrom[20 + 10] <= 8'h00;
        descrom[20 + 11] <= 8'h00;
        descrom[DESC_FSCFG_ADDR + 0] <= 8'h00; 
        descrom[DESC_HSCFG_ADDR + 0] <= 8'h09; 
        descrom[DESC_HSCFG_ADDR + 1] <= 8'h02; 
        descrom[DESC_HSCFG_ADDR + 2] <= DESC_HSCFG_LEN[7:0]; 
        descrom[DESC_HSCFG_ADDR + 3] <= DESC_HSCFG_LEN[15:8]; 
        descrom[DESC_HSCFG_ADDR + 4] <= 8'h01; 
        descrom[DESC_HSCFG_ADDR + 5] <= 8'h01; 
        descrom[DESC_HSCFG_ADDR + 6] <= 8'h00; 
        descrom[DESC_HSCFG_ADDR + 7] <= (SELFPOWERED)? 8'hc0 : 8'h80; 
        descrom[DESC_HSCFG_ADDR + 8] <= 8'hFA; 
        descrom[DESC_HSCFG_ADDR + 9] <= 8'h09; 
        descrom[DESC_HSCFG_ADDR + 10] <= 8'h04; 
        descrom[DESC_HSCFG_ADDR + 11] <= 8'h00; 
        descrom[DESC_HSCFG_ADDR + 12] <= 8'h00; 
        descrom[DESC_HSCFG_ADDR + 13] <= 8'h02; 
        descrom[DESC_HSCFG_ADDR + 14] <= 8'h05;
        descrom[DESC_HSCFG_ADDR + 15] <= 8'h00;
        descrom[DESC_HSCFG_ADDR + 16] <= 8'h00;
        descrom[DESC_HSCFG_ADDR + 17] <= 8'h00; 
        descrom[DESC_HSCFG_ADDR + 18] <= 8'h07; 
        descrom[DESC_HSCFG_ADDR + 19] <= 8'h05; 
        descrom[DESC_HSCFG_ADDR + 20] <= 8'h81; 
        descrom[DESC_HSCFG_ADDR + 21] <= 8'h02; 
        descrom[DESC_HSCFG_ADDR + 22] <= 8'h00; 
        descrom[DESC_HSCFG_ADDR + 23] <= 8'h02;
        descrom[DESC_HSCFG_ADDR + 24] <= 8'h00; 
        descrom[DESC_HSCFG_ADDR + 25] <= 8'h07; 
        descrom[DESC_HSCFG_ADDR + 26] <= 8'h05; 
        descrom[DESC_HSCFG_ADDR + 27] <= 8'h01; 
        descrom[DESC_HSCFG_ADDR + 28] <= 8'h02; 
        descrom[DESC_HSCFG_ADDR + 29] <= 8'h00; 
        descrom[DESC_HSCFG_ADDR + 30] <= 8'h02;
        descrom[DESC_HSCFG_ADDR + 31] <= 8'h00; 
          descrom[DESC_OSCFG_ADDR + 0] <= 8'h00; 
          if(descrom_len > DESC_STRLANG_ADDR)begin
            descrom[DESC_STRLANG_ADDR + 0] <= 8'h04;                 
            descrom[DESC_STRLANG_ADDR + 1] <= 8'h03;                 
            descrom[DESC_STRLANG_ADDR + 2] <= 8'h09;
            descrom[DESC_STRLANG_ADDR + 3] <= 8'h04;          
            descrom[DESC_STRVENDOR_ADDR + 0] <= 2 + 2*VENDORSTR_LEN;
            descrom[DESC_STRVENDOR_ADDR + 1] <= 8'h03;
            for(i = 0; i < VENDORSTR_LEN; i = i + 1) begin
                for(z = 0; z < 8; z = z + 1) begin
                    descrom[DESC_STRVENDOR_ADDR+ 2*i + 2][z] <= VENDORSTR[(VENDORSTR_LEN - 1 -i)*8+z];
                end
                descrom[DESC_STRVENDOR_ADDR+ 2*i + 3] <= 8'h00;
            end
            descrom[DESC_STRPRODUCT_ADDR + 0] <= 2 + 2*PRODUCTSTR_LEN;
            descrom[DESC_STRPRODUCT_ADDR + 1] <= 8'h03;
            for(i = 0; i < PRODUCTSTR_LEN; i = i + 1) begin
                for(z = 0; z < 8; z = z + 1) begin
                    descrom[DESC_STRPRODUCT_ADDR + 2*i + 2][z] <= PRODUCTSTR[(PRODUCTSTR_LEN - 1 - i)*8+z];
                end
                descrom[DESC_STRPRODUCT_ADDR + 2*i + 3] <= 8'h00;
            end
            descrom[DESC_STRSERIAL_ADDR + 0] <= 2 + 2*SERIALSTR_LEN;
            descrom[DESC_STRSERIAL_ADDR + 1] <= 8'h03;
            for(i = 0; i < SERIALSTR_LEN; i = i + 1) begin
                for(z = 0; z < 8; z = z + 1) begin
                    descrom[DESC_STRSERIAL_ADDR + 2*i + 2][z] <= SERIALSTR[(SERIALSTR_LEN - 1 - i)*8+z];
                end
                descrom[DESC_STRSERIAL_ADDR + 2*i + 3] <= 8'h00;
            end
            descrom[DESC_STRINTRFC0_ADDR + 0] <= 2 + 2*INTRFC0STR_LEN;
            descrom[DESC_STRINTRFC0_ADDR + 1] <= 8'h03;
            for(i = 0; i < INTRFC0STR_LEN; i = i + 1) begin
                for(z = 0; z < 8; z = z + 1) begin
                    descrom[DESC_STRINTRFC0_ADDR + 2*i + 2][z] <= INTRFC0STR[(INTRFC0STR_LEN - 1 - i)*8+z];
                end
                descrom[DESC_STRINTRFC0_ADDR + 2*i + 3] <= 8'h00;
            end
            descrom[DESC_STRINTRFC1_ADDR + 0] <= 2 + 2*INTRFC1STR_LEN;
            descrom[DESC_STRINTRFC1_ADDR + 1] <= 8'h03;
            for(i = 0; i < INTRFC1STR_LEN; i = i + 1) begin
                for(z = 0; z < 8; z = z + 1) begin
                    descrom[DESC_STRINTRFC1_ADDR + 2*i + 2][z] <= INTRFC1STR[(INTRFC1STR_LEN - 1 - i)*8+z];
                end
                descrom[DESC_STRINTRFC1_ADDR + 2*i + 3] <= 8'h00;
            end
        end
      end
      else begin
          descrom[8]  <= ((i_pid != 16'h0000)&&(i_pid != 16'hFFFF)) ? i_pid[7:0]  : VENDORID[7 : 0]; 
          descrom[9]  <= ((i_pid != 16'h0000)&&(i_pid != 16'hFFFF)) ? i_pid[15:8] : VENDORID[15 : 8];
          descrom[10] <= ((i_vid != 16'h0000)&&(i_vid != 16'hFFFF)) ? i_vid[7:0]  : PRODUCTID[7 : 0]; 
          descrom[11] <= ((i_vid != 16'h0000)&&(i_vid != 16'hFFFF)) ? i_vid[15:8] : PRODUCTID[15 : 8];
      end
    assign o_descrom_rdat = descrom[i_descrom_raddr];
endmodule
==> summary.rpt <==
FLOW METRICS REPORT
----------------------------------------------------
[Layout]
  Growth of design area from synthesis to finish ........................ 38.7%
  Logic area ........................ 2620 um2
  Largest registers in the final layout ........................ descrom (32)
  Area taken by flip-flops and latches ........................ 813 um2
  Highest-count cells in the layout ignoring fill and taps ........................ 147 x sky130_fd_sc_hd__conb_1, 121 x sky130_fd_sc_hd__buf_4, 35 x sky130_fd_sc_hd__clkdlybuf4s50_1
  Largest Register ........................ descrom
  FILL cells ........................ 1478
  Most numerous logic cell after layout ........................ sky130_fd_sc_hd__conb_1
  Ratio of cells with drive above 1 in the final layout ........................ 34.0%
  Flip-flop count of the largest register, all copies and words added ........................ 32

[Critical path]
  Critical Path End Type ........................ output pin
  CP startpoint kind ........................ primary input
  Max incr delay on CP ........................ 0.53 ns
  Cell class contributing the biggest share of worst-path delay ........................ buffers and inverters
  Critical Path Fanout Max ........................ 9
  Critical-path top delay cell ........................ sky130_fd_sc_hd__or4_4
  Arrival time at the worst endpoint ........................ 2.90 ns
  Crit path buf inv count ........................ 8
  Crit Path Class ........................ in2out
  Most frequent cell on the critical path ........................ sky130_fd_sc_hd__buf_4
  Ordered cell list for the critical path ........................ clkdlybuf4s15_2, buf_12, or4_4, buf_4, buf_4, o22a_1, o21ai_2, buf_4, a211o_1, buf_4, buf_4, o211ai_1, buf_2
  Crit path DRT ........................ 2.88 ns

[Clock network]
  Clock Tree Buf Depth ........................ 2
  Total clock sinks ........................ 32
  Root buf cell ........................ sky130_fd_sc_hd__clkbuf_16
  Deepest level of the CTS H-tree ........................ 2
  Clk slew on worst S/H paths ........................ 0.05 ns
  Number of clock buffers inserted by TritonCTS ........................ 5
  TritonCTS clock tree ........................ built

[Floorplan]
  Row Count ........................ 44
  Die outline width ........................ 142 um
  Full die area ........................ 20200 um2
  Fp_density ........................ 27.3%
  Core Box Area ........................ 14500 um2
  Y dimension of the die ........................ 142 um
  # IOs ........................ 199

[Routing]
  Routed Wire Length ........................ 14900 um
  Wire per inst ........................ 17.6 um
  Number of remaining DRC errors ........................ 0
  Antenna Nets Post-Route ........................ 0
  Drt pass-1 iters ........................ 4
  Diodes inserted ........................ 0
  Vias per inst ........................ 4.67
  Detailed router's first-iteration violation count ........................ 275
  Total number of vias ........................ 3937

[Synthesis]
  Top flip-flop cell by instance count after synthesis ........................ sky130_fd_sc_hd__dfrtp_1
  Gate count after technology mapping ........................ 494
  Share of synthesized registers carrying an async set or reset ........................ 100%
  Synth warnings ........................ 2
  Post-Synthesis Cell Area ........................ 3960 um2
  Yosys stat cell total ........................ 494
  Synth cell types ........................ 64
  Register area share after synthesis ........................ 20.5%
  Mean post-synth cell area ........................ 8.02 um2
  Flip-flop and latch count after synthesis ........................ 32
  Chip area line of the yosys report ........................ 3960 um2
  Flip-flops with a built-in enable ........................ 0

[Global routing]
  Gr ovfl total ........................ 0
  Antenna violations before repair ........................ 0
  Gr usage total ........................ 14.1%
  Wire length of the first global-routing pass ........................ 22700 um
  Maximum number of pins on one net before global-route repair ........................ 33
  Number of global-route vias before repair ........................ 4142

[Placed design]
  Pre-CTS WS ........................ -0.620 ns
  Port buffer count ........................ 49
  Global placement routability congestion ........................ 0.982
  Placed wire-length estimate after detailed placement ........................ 11800 um

[STA]
  Top achievable clock speed ........................ 276 MHz
  Fin. Hold Viols ........................ 0
  Period utilisation layout ........................ 101%
  Summed negative setup slack over all endpoints ........................ -0.0192 ns
  Worst setup margin ........................ -0.0192 ns
  RSZ-0062 raised after global routing ........................ yes
  Final Slew Violations ........................ 0
  Count of endpoints failing setup in the final report ........................ 1
  Post-layout minimum cycle time ........................ 3.62 ns
  Least-Margin Pin Slew ........................ 0.803 ns
  Worst slew margin relative to its limit ........................ 45.8%

[Status]
  Run status ........................ finished with violations
  Violated checks ........................ setup timing

[Power and ir drop]
  PwrDens ........................ 215 nW/um2
  Lkg Pwr ........................ 2.51 nW
  IR drop worst, VDD ........................ 0.000209 V

[Flow run]
  OpenROAD warning count ........................ 29
  Max-cap violation count ........................ 0

[Min path]
  Hold/Removal Path Class ........................ in2async

----------------------------------------------------
what timing repair did:
action / 4_1_cts / 5_1_grt
endpoints found under the hold margin: 0 / 0
endpoints found under the setup margin: 8 / 7
pin swaps: 22 / 9
hold buffers: 0 / 0
cloned: 2 / 0
gates resized: 86 / 19
setup buffers: 30 / 0
per-stage QoR:
stage                     instance area, um2  utilization, %  instances  power (W)  hold slack [ns]
after floorplan                         4510               -        639   0.000653            0.829
after global placement                  4860            33.4        808   0.000763             1.13
after detailed placement                4860            33.4        808   0.000758             1.13
after CTS                               5440            37.4        845    0.00119            0.842
after global routing                    5490            37.8        843    0.00125            0.874
final                                   5490            37.8        843    0.00118            0.829
Yosys cell counts, drive strengths merged, types with 9 or more instances:
master	instances	share of area [%]
dfstp	10	6.6
nand2	21	2.0
and2	23	3.6
nand4	15	2.4
o22ai	9	1.4
nor3	15	1.9
buf	170	31
nor4	13	2.1
o21ai	18	2.3
a21oi	18	2.3
or3	12	1.9
dfrtp	22	14
nor2	28	2.7
nand2b	9	1.4
kinds of logic (layout without fill, tap and decap cells):
| kind of cell | after synthesis | after routing | share of synthesized area, % |
|---|---|---|---|
| AOI/OAI and AO/OA | 86 | 86 | 14.6 |
| muxes | 11 | 11 | 5.05 |
| and+or+nand+nor | 175 | 175 | 25.9 |
| xor gates and xnor gates | 5 | 5 | 1.11 |
| other | 2 | 147 | 0.190 |
| DFF | 32 | 32 | 20.5 |
| buffers and inverters | 183 | 203 | 32.7 |
final timing paths:
| check | startpoint | to | slack (ns) | cells after the start |
|---|---|---|---|---|
| max in group asynchronous | RESET | descrom[8][7] | 2.45 | 3 |
| setup / recovery | i_descrom_raddr[6] | o_descrom_rdat[4] | -0.02 | 13 |
| min in group clk0 | i_vid[5] | descrom[10][5] | 1.07 | 2 |
| hold / removal | RESET | descrom[11][4] | 0.83 | 3 |
final cells by class:
class	count	share of cell area, %
multi-input cells	424	47.7
well taps	184	4.19
clock buffers	7	2.41
inverters	6	0.410
clock inverters	1	0.0911
repair buffers	189	30.4
flip-flops and latches	32	14.8
where the power goes:
group,switching (W),internal [W],total [W],leakage [nW]
Combinational,0.000197,0.000213,0.000410,2.08
Clock,0.000131,0.000254,0.000385,0.0679
Sequential,0.00000541,0.000383,0.000389,0.362
metal layers:
layer	GRT usage, %	part of all wire [%]
met1	19.0	42
met2	22.1	46
met3	3.25	8.0
met4	4.41	3.4
met5	0	0
tightest hold or removal path, cell delays in order:
cell                              delay, ns
sky130_fd_sc_hd__clkdlybuf4s50_1       0.39
sky130_fd_sc_hd__inv_1                 0.05
sky130_fd_sc_hd__buf_4                 0.34
Power figures rest on the tool's default switching activity, not on a simulated workload.
